$ cat /design/flow/run.sh
#!/bin/bash
# OpenROAD 26Q1-2900-gdf79404cd8, Yosys 0.63+post, stock flow scripts
make -C /OpenROAD-flow-scripts/flow DESIGN_CONFIG=/design/flow/config.mk WORK_HOME=/design/flow/orfs finish
$ cat /design/flow/design.v
`timescale 1ns / 1ps
module clk_div(
    input clk,
    input rst,
    output  clk1,
    output  [1:0]clks  
);
 reg [63:0]div;
always@ (posedge clk or posedge rst)
    begin
        if(rst)
            div <= 64'b0;
        else
            div <= div + 1;
    end
assign clk1 = div[25];
assign clks[1:0] = div[19:18];   
endmodule
`timescale 1ns / 1ps
module count(
    input clk,
    input rst,
    output reg[23:0] count
);
always@ (posedge clk or posedge rst)
    begin
        if(rst==1)
			count<=0;
        else if(count==24'h235959)           
				count<=24'h000000;
	else if(count[19:0]==20'h95959)     
            count<=count+20'h6A6A7;	    
        else if(count[15:0]==16'h5959)           
            count<=count+16'hA6A7;
        else if(count[11:0]==12'h959)    
            count<=count+12'h6A7;
        else if(count[7:0]==8'h59)          
            count<=count+8'hA7;
        else if(count[3:0]==4'h9)
            count<=count+4'h7;             
	else
            count<=count+1;
	  end
endmodule
`timescale 1ns / 1ps
module hex7seg( x, a_to_g);
input  wire [3:0] x;
output reg  [6:0] a_to_g;
always @(*)
 case(x)
        4'h0: a_to_g = 7'b0000001;
        4'h1: a_to_g = 7'b1001111;
        4'h2: a_to_g = 7'b0010010;
        4'h3: a_to_g = 7'b0000110;
        4'h4: a_to_g = 7'b1001100;
        4'h5: a_to_g = 7'b0100100;
        4'h6: a_to_g = 7'b0100000;
        4'h7: a_to_g = 7'b0001111;
        4'h8: a_to_g = 7'b0000000;
        4'h9: a_to_g = 7'b0000100;
        4'hA: a_to_g = 7'b0001000;
        4'hb: a_to_g = 7'b1100000;
        4'hC: a_to_g = 7'b0110001;
        4'hd: a_to_g = 7'b1000010;
        4'hE: a_to_g = 7'b0110000;
        4'hF: a_to_g = 7'b0111000;
        default: a_to_g = 7'b0000001; 
    endcase	 
endmodule
`timescale 1ns / 1ps
module scan(
    input wire [1:0]clk,
    input wire rst,
    output reg [3:0]sel	
);
 always@(clk[1:0])begin
	if(rst)
		sel=4'b0000;
	else
     case(clk)
       2'b00:sel = 4'b1110;  
       2'b01:sel = 4'b1101;  
       2'b10:sel = 4'b1011;  
       2'b11:sel = 4'b0111;  
     endcase
  end 
endmodule
`timescale 1ns / 1ps
module seg_mux(
		input wire [23:0]count,
		input [3:0]sel,
		input rst,
		output reg [3:0]x
    );
always@(sel)
	if(rst==1)
		x=0;
	else begin
		case(sel)
       		4'b1110:x=count[3:0];
       		4'b1101:x=count[7:4];
       		4'b1011:x=count[11:8];
       		4'b0111:x=count[15:12];
	endcase
	end
endmodule
`timescale 1ns / 1ps
module top(
    input clk,
    input rst,
    output wire [6:0]seg,
    output wire [3:0]sel,
    output sec    
);
wire [3:0]x;
wire [23:0]count;
wire [1:0]clks;
wire clk1;
assign sec = clk1;
clk_div M1(
    .clk(clk),
    .rst(rst),
    .clk1(clk1),   
    .clks(clks)    
);
count M2(
    .clk(clk1),
    .rst(rst),
    .count(count)   
);
scan M3(
    .clk(clks),
    .rst(rst),
    .sel(sel)
);
seg_mux M4(
	.count(count),
	.sel(sel),
	.rst(rst),
	.x(x)
);
hex7seg M5(
    .x(x),
    .a_to_g(seg)
);
endmodule 
$ cat /design/flow/constraint.sdc
current_design top

set clk_period 6.3
set clk_io_pct 0.2

create_clock -name clk0 -period $clk_period [get_ports {clk}]

set non_clock_inputs [all_inputs -no_clocks]
set_input_delay [expr $clk_period * $clk_io_pct] -clock clk0 $non_clock_inputs
set_output_delay [expr $clk_period * $clk_io_pct] -clock clk0 [all_outputs]
$ cat /design/flow/config.mk
export PLATFORM = sky130hd
export DESIGN_NAME = top
export DESIGN_NICKNAME = top
export VERILOG_FILES = /design/flow/design.v
export SDC_FILE = /design/flow/constraint.sdc
export NUM_CORES = 4
export LEC_CHECK = 1
export CORE_UTILIZATION = 50
==> flow_summary.toml <==
# synthesis and place-and-route metrics
[worst_setup_path]
timing.critical_path.slowest_cell_delay_ns = 0.52
arrival_ns = 4.37
timing.critical_path.slowest_stage_cell = "sky130_fd_sc_hd__buf_4"
worst-path-buf-inv = 4
timing.critical_path.from_type = "input pin"
worst_path_required_time_ns = 5.04
timing.setup.critical_path_class = "input pin to output pin"
worstPathMaxFanout = 54
critical-path-top-cell-by-count = "sky130_fd_sc_hd__clkdlybuf4s50_1"
endpoint_kind = "output pin"
timing.critical_path.max_delay_family = "buffers and inverters"
path_cells = "clkdlybuf4s50_1 -> inv_2 -> buf_4 -> and2_1 -> dlxtn_1 -> ha_1 -> nor2b_1 -> or3b_2 -> o21ai_0 -> clkdlybuf4s50_1"

[logic_synthesis]
ys_chip_area_um2 = 3190
synth.ff_latch_count = 54
synth_dominant_cell_count = "sky130_fd_sc_hd__dfrtp_1"
ys_warn_count = 5
post_synth_main_area_contributors = "sky130_fd_sc_hd__dfrtp_1 (39%), sky130_fd_sc_hd__ha_1 (6.7%), sky130_fd_sc_hd__xnor2_1 (6.0%)"
netlist-cell-type-count = 60
postSynth.asyncResetShare_pct = 92.6
netlist.top_cell.by_area = "sky130_fd_sc_hd__dfrtp_1"
syn_avg_cell_area_um2 = 9.93
syn-cell-area_um2 = 3190
cell_count_in_the_yosys_report = 321
commonest_register_cell_after_synthesis = "sky130_fd_sc_hd__dfrtp_1"
edf_count = 0
netlist_top_cells_count = "sky130_fd_sc_hd__dfrtp_1 (50), sky130_fd_sc_hd__nor2_1 (32), sky130_fd_sc_hd__xnor2_1 (22), sky130_fd_sc_hd__nand3_1 (18)"
synthesis.instances = 321
synth.top_cell.area_share_pct = 39.2

[cts]
clkTransAtPathRegs_ns = 0.08
clock.latency.late_pin_ns = 0.26
postCtsResizedCells = 0
ctsRootBufferMaster = "sky130_fd_sc_hd__clkbuf_8"
numCtsBuffers = 3
cts.path.max_buffers = 2
hold_bufs_at_cts = 0
tritoncts = "yes"
post-cts-setup-buffer-count = 0
htree_num_levels = 1

[global_route]
gr-total-overflow = 0
grt_start_max_net_pins = 55
first_global_vias = 2094
initial_antenna_violation_count = 0
grt_pass1_wl_mm = 9.89
grtUsageTotal_pct = 19.7

[timing]
drv_slew = 0
register_pins_left_without_a_clock = 28
hold_violations = 0
timing.slew.headroom_pct = 43.9
postLayoutSetupSlackWorst_ns = 0.667
fin_crit_ns = 5.63
worst_pin_slew_ns = 0.840
finalClockPeriodUsage_pct = 89.4
setup-tns-final_ns = 0
unconstrained_endpoints = 28
rsz0062_at_grt = "no"
fin_worst_skew_ns = 0.00892
max_freq_mhz = 178
setup_viol_count_final = 0

[detailed_routing]
vias = 2222
viasPerCell = 5.45
drc = 0
drt-wirelength-per-cell_um = 13.9
drtPass1Iterations = 4
drt_wl_total_mm = 5.68
drt_first_iter_violations = 72
detail_route.antenna_diodes = 0
antenna_left = 0

[cells_and_area]
syn2layout_area_growth_pct = 7.77
drive_above_1_share_pct = 7.21
postLayoutCoreUtil_pct = 57.0

[placement]
gp_congestion = 0.865
pre_cts_ws_ns = 0.615
dp_hpwl_mm = 4.21
io_buffers = 13

[power]
vdd_ir_drop_max_uv = 145
power.density_nw_per_um2 = 80.0
power.static_leakage_nw = 1.54

[worst_hold_path]
worst_min_delay_path_class = "register to register"

[floorplan]
fp.dieW_um = 81.9
placement_rows = 28
fp-utilization_pct = 52.9
die-area_um2 = 6700
core_area_um2 = 6030
top_level_ports = 14
die_h_um = 81.9

[flow_run]
warnings = 30
timing.max_cap.violations = 0

[run_status]
outcome = "finished clean"
-- cells in the final DEF (no fill, tap or decap), types with 3 or more instances in the layout --
cell / count
sky130_fd_sc_hd__a21o_1: 3
sky130_fd_sc_hd__a21oi_1: 17
sky130_fd_sc_hd__a31oi_1: 3
sky130_fd_sc_hd__and2_1: 8
sky130_fd_sc_hd__and3_1: 6
sky130_fd_sc_hd__buf_4: 3
sky130_fd_sc_hd__clkbuf_8: 3
sky130_fd_sc_hd__clkdlybuf4s50_1: 13
sky130_fd_sc_hd__conb_1: 4
sky130_fd_sc_hd__dfrtp_1: 50
sky130_fd_sc_hd__dlxtn_1: 4
sky130_fd_sc_hd__ha_1: 17
sky130_fd_sc_hd__inv_1: 15
sky130_fd_sc_hd__mux2i_1: 7
sky130_fd_sc_hd__mux4_2: 5
sky130_fd_sc_hd__nand2_1: 17
sky130_fd_sc_hd__nand2b_1: 4
sky130_fd_sc_hd__nand3_1: 18
sky130_fd_sc_hd__nand4_1: 6
sky130_fd_sc_hd__nor2_1: 32
sky130_fd_sc_hd__nor2b_1: 4
sky130_fd_sc_hd__nor3_1: 6
sky130_fd_sc_hd__o21a_1: 3
sky130_fd_sc_hd__o21ai_0: 7
sky130_fd_sc_hd__xnor2_1: 22
sky130_fd_sc_hd__xor2_1: 16
-- flip-flops by register name, summed over array words and instances, names as in the netlist --
| register | flops |
|---|---|
| M2.count | 24 |
| M4.x | 4 |
| M1.div | 26 |
-- worst reg2reg max path, cell delays in order, from the launching register on --
cell and delay, ns:
sky130_fd_sc_hd__dfrtp_1 0.39, sky130_fd_sc_hd__ha_1 0.19, sky130_fd_sc_hd__nand3_1 0.19, sky130_fd_sc_hd__or2_2 0.34, sky130_fd_sc_hd__or4_1 0.42, sky130_fd_sc_hd__xnor2_1 0.14
-- kinds of logic after synthesis --
logic type / synth area share [%]
and+or+nand+nor: 20.2
AOI/OAI and AO/OA: 11.1
DFF: 39.2
xor gates and xnor gates: 10.4
buffers and inverters: 3.49
adders and majority gates: 7.30
muxes: 6.20
latches: 1.88
other: 0.118
-- per-stage QoR --
stage                     cells  total power, mW  instance area, um2  hold slack (ns)
final                       408            0.275                3440            0.471
after global routing        408            0.289                3440            0.485
after CTS                   408            0.279                3440            0.469
after detailed placement    405            0.190                3390            0.449
after global placement      405            0.190                3390            0.454
after floorplan             324            0.181                3200            0.434
-- power by group --
part	leakage, nW	switching [mW]	internal (mW)
clock	0.0216	0.0459	0.0427
combinational	0.813	0.00952	0.00775
sequential	0.709	0.000959	0.168
-- path summary, 6_finish.rpt --
kind / endpoint / cells past startpoint / start / slack [ns]
min reg2reg: M1.div[6] / 1 / M1.div[6] / 0.47
min in group asynchronous: M1.div[19] / 3 / rst / 1.59
max in group asynchronous: M1.div[0] / 3 / rst / 4.28
max reg2reg: M1.div[22] / 5 / M1.div[0] / 4.52
min: M1.div[6] / 1 / M1.div[6] / 0.47
max: seg[6] / 10 / rst / 0.67
-- area by class of cell --
type                            instances  area (um2)
Multi-Input combinational cell        244        1780
Tap cell                               75        93.8
Clock buffer                            3        41.3
Timing Repair Buffer                   16         153
Sequential cell                        54        1310
Fill cell                             518        2590
Inverter                               16        60.1
-- per-layer routing --
layer | global-route usage [%] | wire, um
met3 | 2.25 | 184
met4 | 0.702 | 9
met2 | 30.1 | 2470
met1 | 33.2 | 3020
met5 | 0 | 0
No activity file was given, so power comes from the tool's default toggle rates.
